==> flow/design.v <==
module VECTORING(clk,xi,yi,theta,R);
 input clk;
 input [15:0]xi,yi;
 output [15:0] R,theta;  
 reg[2:0]stage;
 wire [15:0]x1,x2,x3,x4,x5,x6,x7,x8,y1,y2,y3,y4,y5,y6,y7,y8;
 wire [15:0]outangle0,outangle1,outangle2,outangle3,outangle4,outangle5,outangle6,outangle7;
   itteration i0(clk,3'd0,xi,yi,16'd0,16'd45_00,x1,y1,outangle0);
   itteration i1(clk,3'd1,x1,y1,outangle0,16'd26_57,x2,y2,outangle1); 
   itteration i2(clk,3'd2,x2,y2,outangle1,16'd14_04,x3,y3,outangle2);
   itteration i3(clk,3'd3,x3,y3,outangle2,16'd7_13,x4,y4,outangle3);
   itteration i4(clk,3'd4,x4,y4,outangle3,16'd3_58,x5,y5,outangle4); 
   itteration i5(clk,3'd5,x5,y5,outangle4,16'd1_79,x6,y6,outangle5); 
   itteration i6(clk,3'd6,x6,y6,outangle5,16'd89,x7,y7,outangle6);
   itteration i7(clk,3'd7,x7,y7,outangle6,16'd44,x8,y8,outangle7); 
    assign R = x8;
    assign theta = outangle7;
 endmodule
module itteration(clk,stage,xi,yi,initial_angle,micro_angle,xf,yf,out_angle);
 input clk;
 input [2:0] stage;
  input [15:0]xi,yi,initial_angle,micro_angle;
  output reg [15:0] xf,yf,out_angle;
 always @(posedge clk)begin
   if (yi[15])begin 
    case({xi[15],yi[15]})
       2'b00 : begin                               
          xf <= xi-(yi>>stage);
          yf <= yi + (xi>>stage);
        end
       2'b01 : begin
            xf <= xi + ((16'hffff-yi+1)>>stage);
            yf <= -(16'hffff-yi+1) + (xi>>stage);
        end 
       2'b10 : begin
          xf <= -((16'hffff-xi+1))-(yi>>stage);
          yf <= yi - ((16'hffff-xi+1)>>stage);
        end 
       2'b11 : begin
          xf <= -(16'hffff-xi+1)+((16'hffff-yi+1)>>stage);
          yf <= -(16'hffff-yi+1) - ((16'hffff-xi+1)>>stage);
        end
    endcase
         out_angle <= initial_angle-micro_angle;
   end
     else begin         
    case({xi[15],yi[15]})
       2'b00 : begin
          xf <= xi+(yi>>stage);
            yf <= yi - (xi>>stage);
       end
       2'b01 : begin
          xf <= xi-((16'hffff-yi+1)>>stage);
          yf <= -(16'hffff-yi+1) - (xi>>stage);
       end 
      2'b10 : begin
          xf <= -(16'hffff-xi+1)+(yi>>stage);
          yf <= yi +((16'hffff-xi+1)>>stage);
       end
      2'b11 : begin 
          xf <= -(16'hffff-xi+1)-((16'hffff-yi+1)>>stage);
          yf <= -(16'hffff-yi+1) + ((16'hffff-xi+1)>>stage);
       end
    endcase
    out_angle <= micro_angle+initial_angle;
   end
   end
   endmodule
==> flow/run.sh <==
#!/bin/bash
# OpenROAD 26Q1-2900-gdf79404cd8, Yosys 0.63+post, stock flow scripts
make -C /OpenROAD-flow-scripts/flow DESIGN_CONFIG=/design/flow/config.mk WORK_HOME=/design/flow/orfs finish
==> flow/config.mk <==
export PLATFORM = sky130hd
export DESIGN_NAME = VECTORING
export DESIGN_NICKNAME = VECTORING
export VERILOG_FILES = /design/flow/design.v
export SDC_FILE = /design/flow/constraint.sdc
export NUM_CORES = 4
export LEC_CHECK = 1
export CORE_UTILIZATION = 50
==> flow/constraint.sdc <==
current_design VECTORING

set clk_period 11.5
set clk_io_pct 0.2

create_clock -name clk0 -period $clk_period [get_ports {clk}]

set non_clock_inputs [all_inputs -no_clocks]
set_input_delay [expr $clk_period * $clk_io_pct] -clock clk0 $non_clock_inputs
set_output_delay [expr $clk_period * $clk_io_pct] -clock clk0 [all_outputs]
==> qor.yml <==
synth:
  yosysWarningCount: 1
  synthArstFlopShare_pct: 0
  flop_cell: "dfxtp_1"
  avgSynthCellArea_um2: 7.26
  ys_area_mm2: 0.0605
  ys_types: 98
  top_logic_kind: "simple AND/OR/NAND/NOR gates"
  edf_count: 0
  syn_area_mm2: 0.0605
  synthSimpleGateAreaFrac_pct: 21.3
  synth_cells: 8327
  synth-xor-area-share_pct: 18.2
  synth-seq-cells: 344
  ys_sh_mux_pct: 2.51
  adder_share_pct: 19.7
  compound_area_share_pct: 20.9
  yosysSeqAreaShare_pct: 11.4
  ys_cells: 8327
clocking:
  clock-root-buffer: "clkbuf_16"
  cts_max_path_buffers: 3
  cts_tree: "yes"
  clk_latency_ps: 660
  hold_buffers: 0
  clkTransAtPathRegs_ps: 60
  htree_levels: 2
  cts_resized: 0
  post-cts-setup-buffers: 0
  cts_made_buffers: 46
  cts_num_sinks: 344
setup_path:
  max_stage_delay_ps: 830
  worst-setup-path-type: "in2reg"
  required_ps: 12060
  worstSetupStartpointType: "input pin"
  worst-path-buf-inv: 2
  cp-end-kind: "register"
  cp_cell_sequence: "clkdlybuf4s50_1, inv_1, ha_1, xor2_1, nand3_1, or3_1, nor3_1, nand2_1, nor2_1, xnor2_1, mux2_2, ha_1, a21oi_1, o21ai_0, and3_1, a221o_1, o41ai_1, xnor2_1, xnor2_1, a21oi_1, o22ai_1, a31oi_1"
  crit_path_max_fanout: 9
  rrSetupSlack_ps: 5140
  arrival_ps: 8330
  slowest_stage: "clkdlybuf4s50_1"
  cpMostUsedCell: "xnor2_1"
  critPathTopFamily: "simple AND/OR/NAND/NOR gates"
final_timing:
  skew_ps: 72.5
  clock.fmax_ghz: 0.129
  hold_viol_final: 0
  max_slew_margin_pct: 29.5
  tns_ps: 0
  rsz0062_at_grt: "false"
  finalCriticalPeriod_ps: 7760
  period_used_pct: 67.5
  worstMarginPinSlew_ps: 1050
  setup_violations: 0
  slew_violations: 0
placement:
  place_area_mm2: 0.0623
  port_buffers: 63
  place_congestion: 0.977
  hpwl_um: 151000
layout:
  fillers: 11500
  combGateArea_mm2: 0.0500
  area_delta_synth_final_pct: 5.91
  drive_above_1_share_pct: 4.13
  fin_area_mm2: 0.0641
  register_area_mm2: 0.00690
  fin_util_pct: 53.4
routing:
  wl_per_cell_um: 19.2
  viasPerCell: 5.74
  drt-initial-drc-count: 4238
  drc: 0
  first_pass_iters: 5
  finalWirelength_um: 188000
  num_vias: 56300
  ant_nets: 0
worst_hold_path:
  hp-class: "reg2reg"
floorplanning:
  die_w_um: 350
  fp_util_pct: 50.4
  ioPinCount: 65
  rows: 127
  chipArea_mm2: 0.122
  fp.dieH_um: 350
  coreArea_mm2: 0.120
grt:
  grt_overflow: 0
  grt_antenna_before_repair: 0
  grt_pass1_vias: 52200
  grt_max_degree: 55
  grt_usage_pct: 30.8
  grt_pass1_wl_um: 293000
job:
  maxCapViolations: 0
  warning_count: 258
run_status:
  status: "complete, no violations"
registers in the layout, indices dropped and copies added, names as in the netlist, 16 cells and up:
register,count
i6.yf,16
i1.yf,16
i7.xf,16
i5.xf,16
i3.xf,16
i6.xf,16
i1.xf,16
i4.xf,16
i2.yf,16
i2.xf,16
i5.yf,16
i0.xf,16
i3.yf,16
i4.yf,16
path summary, 6_finish.rpt:
check,startpoint,to,depth (start not counted)
hold / removal,i1.out_angle[1],i2.out_angle[1],0
setup / recovery,yi[1],i0.yf[15],22
hold reg to reg,i1.out_angle[1],i2.out_angle[1],0
setup reg to reg,i0.xf[0],i1.xf[15],19
final cells by class:
class                      count  area share, %
antenna                        1        0.00391
clock buffer                  54           1.92
clock inverter                30          0.846
inverter                     600           3.52
multi-input combinational   7030           78.0
sequential                   344           10.8
tap                         1612           3.15
timing repair buffer         130           1.76
stage by stage:
step / instances / setup WS, ps / hold slack (ps)
floorplan: 8327 / 4850 / 310
global placement: 9716 / 3160 / 310
detailed placement: 9716 / 3200 / 313
CTS: 9800 / 3850 / 326
global route: 9800 / 3280 / 338
finish: 9801 / 3740 / 324
synthesized netlist by cell type (16+ instances only):
| cell | n | share of area (%) |
|---|---|---|
| a211o_1 | 24 | 0.35 |
| a211oi_1 | 109 | 1.4 |
| a21boi_0 | 32 | 0.40 |
| a21o_1 | 129 | 1.6 |
| a21oi_1 | 593 | 4.9 |
| a221oi_1 | 29 | 0.42 |
| a31o_2 | 16 | 0.23 |
| a31oi_1 | 57 | 0.59 |
| a41oi_1 | 18 | 0.26 |
| and2_1 | 39 | 0.40 |
| and3_1 | 68 | 0.70 |
| buf_1 | 49 | 0.30 |
| clkbuf_1 | 286 | 1.8 |
| dfxtp_1 | 344 | 11 |
| fa_1 | 52 | 1.7 |
| ha_1 | 869 | 18 |
| inv_1 | 587 | 3.6 |
| mux2_2 | 67 | 1.2 |
| mux2i_1 | 39 | 0.65 |
| nand2_1 | 738 | 4.6 |
| nand2b_1 | 101 | 1.0 |
| nand3_1 | 190 | 1.6 |
| nand4_1 | 40 | 0.41 |
| nor2_1 | 833 | 5.2 |
| nor2b_1 | 102 | 1.1 |
| nor3_1 | 279 | 2.3 |
| nor3b_1 | 30 | 0.37 |
| nor4_1 | 56 | 0.58 |
| o211ai_1 | 57 | 0.71 |
| o21a_1 | 66 | 0.82 |
| o21ai_0 | 456 | 3.8 |
| o21bai_1 | 104 | 1.3 |
| o22ai_1 | 33 | 0.34 |
| o31a_1 | 18 | 0.26 |
| o31ai_1 | 70 | 0.87 |
| o41ai_1 | 42 | 0.61 |
| or2_2 | 46 | 0.48 |
| or3_1 | 112 | 1.2 |
| or4_1 | 28 | 0.35 |
| xnor2_1 | 862 | 12 |
| xor2_1 | 387 | 5.6 |
layer usage:
| layer | wire length [um] | vias to the layer above | global-route usage (%) |
|---|---|---|---|
| met5 | 0 | - | 0 |
| li1 | - | 28700 | - |
| met2 | 84400 | 1376 | 49.0 |
| met3 | 10200 | 202 | 3.30 |
| met1 | 89100 | 26000 | 45.5 |
| met4 | 4430 | 0 | 6.53 |
kinds of logic (layout without fill, tap and decap cells):
group	Yosys count	in the layout
compound gates	1998	1998
xor+xnor	1252	1252
fa+ha+maj	921	921
buf+inv	953	814
flops	344	344
mux	125	125
other cells	1	2
simple gates	2733	2733
cell usage in the layout, fill, tap and decap left out, types with 112 or more instances in the layout:
master / instances
dfxtp_1: 334
xor2_1: 387
xnor2_1: 862
a21oi_1: 593
nand2_1: 738
nand3_1: 190
nor3_1: 279
a21o_1: 129
o21ai_0: 456
nor2_1: 832
or3_1: 112
ha_1: 869
inv_1: 587
