==> flow/design.v <==
module ROTATING(x0, y0, theta, xf, yf, clk);
  input clk;
  input [15:0] x0, y0;
  input [15:0] theta;
  output [15:0] xf, yf;
  wire [15:0] xi [0:7]; 
  wire [15:0] yi [0:7];
  reg [2:0] stage;
  wire [15:0] outangle [0:7];
  cordics r0(clk, 3'd0, x0, y0, theta, 16'd45_00, 16'd0, xi[0], yi[0], outangle[0]);
  cordics r1(clk, 3'd1, xi[0], yi[0], theta, 16'd26_57, outangle[0], xi[1], yi[1], outangle[1]);
  cordics r2(clk, 3'd2, xi[1], yi[1], theta, 16'd14_04, outangle[1], xi[2], yi[2], outangle[2]); 
  cordics r3(clk, 3'd3, xi[2], yi[2], theta, 16'd7_13, outangle[2], xi[3], yi[3], outangle[3]);
  cordics r4(clk, 3'd4, xi[3], yi[3], theta, 16'd3_58, outangle[3], xi[4], yi[4], outangle[4]);  
  cordics r5(clk, 3'd5, xi[4], yi[4], theta, 16'd1_79, outangle[4], xi[5], yi[5], outangle[5]);
  cordics r6(clk, 3'd6, xi[5], yi[5], theta, 16'd89, outangle[5], xi[6], yi[6], outangle[6]);
  cordics r7(clk, 3'd7, xi[6], yi[6], theta, 16'd44, outangle[6], xi[7], yi[7], outangle[7]);
  assign xf = xi[7];
  assign yf = yi[7];
endmodule
module cordics(clk,stage,xi,yi,theta,uangle,inangle,xf,yf,outangle);
 input clk;
 input [2:0] stage;
 input [15:0] xi,yi,theta,inangle,uangle;
 output reg [15:0] xf,yf,outangle;
 always @(posedge clk)begin
   if((inangle)>theta)begin                                    
    case({xi[15],yi[15]})
       2'b00 : begin
          xf <= xi+(yi>>stage);
            yf <= yi - (xi>>stage);
       end
       2'b01 : begin
          xf <= xi-((16'hffff-yi+1)>>stage);
          yf <= -(16'hffff-yi+1) - (xi>>stage);
       end 
      2'b10 : begin
          xf <= -(16'hffff-xi+1)+(yi>>stage);
          yf <= yi +((16'hffff-xi+1)>>stage);
       end
      2'b11 : begin 
          xf <= -(16'hffff-xi+1)-((16'hffff-yi+1)>>stage);
          yf <= -(16'hffff-yi+1) + ((16'hffff-xi+1)>>stage);
       end
    endcase
    outangle <= inangle-uangle;
   end
   else begin 
    case({xi[15],yi[15]})
       2'b00 : begin                                         
          xf <= xi-(yi>>stage);
          yf <= yi + (xi>>stage);
        end
       2'b01 : begin
            xf <= xi + ((16'hffff-yi+1)>>stage);
            yf <= -(16'hffff-yi+1) + (xi>>stage);
        end 
       2'b10 : begin
          xf <= -((16'hffff-xi+1))-(yi>>stage);
          yf <= yi - ((16'hffff-xi+1)>>stage);
        end 
       2'b11 : begin
          xf <= -(16'hffff-xi+1)+((16'hffff-yi+1)>>stage);
          yf <= -(16'hffff-yi+1) - ((16'hffff-xi+1)>>stage);
        end
    endcase
         outangle <= inangle+uangle;
   end
  end
endmodule
==> flow/run.sh <==
#!/bin/bash
# OpenROAD 26Q1-2900-gdf79404cd8, Yosys 0.63+post, stock flow scripts
make -C /OpenROAD-flow-scripts/flow DESIGN_CONFIG=/design/flow/config.mk WORK_HOME=/design/flow/orfs finish
==> flow/config.mk <==
export PLATFORM = sky130hd
export DESIGN_NAME = ROTATING
export DESIGN_NICKNAME = ROTATING
export VERILOG_FILES = /design/flow/design.v
export SDC_FILE = /design/flow/constraint.sdc
export NUM_CORES = 4
export LEC_CHECK = 1
export CORE_UTILIZATION = 40
==> flow/constraint.sdc <==
current_design ROTATING

set clk_period 17.9
set clk_io_pct 0.2

create_clock -name clk0 -period $clk_period [get_ports {clk}]

set non_clock_inputs [all_inputs -no_clocks]
set_input_delay [expr $clk_period * $clk_io_pct] -clock clk0 $non_clock_inputs
set_output_delay [expr $clk_period * $clk_io_pct] -clock clk0 [all_outputs]
==> flow_summary.yaml <==
# implementation run metrics
critical_path:
  cp_top_family: "AND-OR/OR-AND gates"
  rr_endpoint: "r1.yf[15]$_DFF_P_"
  crit_buf_inv: 5
  worstPathMaxFanout: 52
  path_cells: "clkdlybuf4s50_1 -> inv_1 -> ha_1 -> nand4_1 -> or2_2 -> or2_2 -> o32a_1 -> buf_4 -> inv_2 -> buf_4 -> ha_1 -> o21a_1 -> o21a_1 -> o21ai_0 -> a21boi_0 -> o31ai_1 -> a21oi_1 -> o2111ai_1 -> nand3_1 -> o41ai_1 -> xnor2_1"
  r2r_cells: 19
  setup.worst_path.start_class: "input port"
  reg2reg_setup_slack_ns: 11.30
  critPathRequiredTime_ns: 18.43
  r2r-start: "r0.xf[0]$_DFF_P_"
  crit_type: "input port to flip-flop"
  cp.arrival_ns: 8.85
  cp_slowest_cell: "clkdlybuf4s50_1"
  cp-end-kind: "flip-flop"
  cpPeakStageDelay_ns: 0.48
routing:
  m1WireLength_um: 105000
  drc: 0
  wire_per_inst_um: 19.3
  via_per_inst: 5.66
  finalWirelength_um: 239000
  num_vias: 69900
  met3WireLength_um: 11500
  drt_iter0_markers: 5270
  routed.top_layer: "met5"
  first_pass_iters: 6
  ant_nets: 0
  route.met2.wl_um: 113000
synthesis:
  synthArstFlopShare_pct: 0
  postSynthAreaPerCell_um2: 7.10
  syn_area_mm2: 0.0721
  synthDistinctLibCells: 97
  synth-seq-cells: 332
  yosysCellCount: 10200
  yosys-stat-area_mm2: 0.0721
  ys_seq_share_pct: 9.22
  synthCells: 10200
  synth-edff-count: 0
  yosys_warnings: 2
  synthFlopType: "dfxtp_1"
floorplanning:
  io_pins: 81
  die_h_um: 427
  placementRows: 155
  die_x_um: 427
  die-area_mm2: 0.182
  initial_core_util_pct: 40.3
  core_mm2: 0.179
final_timing:
  rsz0062_at_grt: "no"
  min_period_over_period_pct: 46.5
  hold_viol_final: 0
  slew_violations: 0
  max_freq_mhz: 120
  min_period_ns: 8.32
  worstMarginPinSlew_ns: 1.07
  slew_headroom_pct: 27.0
  finalSetupViolations: 0
  clock_skew_ns: 0.0632
  tns_ns: 0
grt:
  grt_pass1_vias: 64600
  grt_antenna_before_repair: 5
  grt_pass1_wl_um: 369000
  track_usage_pct: 26.1
  grt-ovfl-total: 0
  grt_max_degree: 68
worst_hold_path:
  holdPathStages: 1
  whs_endpoint: "r4.outangle[1]$_DFF_P_"
  min_path_type: "flip-flop to flip-flop"
  min_from: "r3.outangle[1]$_DFF_P_"
placement:
  io_buffers: 80
  gp_congestion: 1.00
  dpl.hpwl_um: 194000
clock_tree:
  h-tree-depth: 2
  clockBufferDepth: 3
  tritoncts: "done"
  ctsResizeCount: 0
  cts.sinks: 332
  clk_pin_slew_ns: 0.06
  cts_root_buffer: "clkbuf_16"
  clkLatencyLatePin_ns: 0.71
  post_cts_buffers: 0
  cts_made_buffers: 46
  hold_buffers: 0
job:
  max_cap_violations: 0
  warning_count: 322
outcome:
  status: "finished clean"
finish:
  drive_above_1_share_pct: 3.76
  area_growth_pct: 6.33
-- area by class of cell --
type | count | area, um^2
clock buffers | 51 | 1180
fillers | 18100 | 102000
diodes | 3 | 7.51
repair buffers | 203 | 1720
clock inverters | 34 | 417
flip-flops and latches | 332 | 6660
well taps | 2355 | 2950
multi-input cells | 8595 | 60800
inverters | 776 | 2910
-- stage by stage --
stage                     instances  worst slack, ns  hold WS, ns  utilization [%]  cell area (um^2)
after floorplan               10200             9.56        0.387                -             72100
after global placement        12300             8.76        0.474             42.0             75100
after detailed placement      12300             8.85        0.466             42.0             75100
after CTS                     12300             9.60        0.480             42.9             76700
after global routing          12300             9.03        0.488             42.9             76700
final                         12300             9.58        0.461             42.9             76700
-- how the worst max path moves through the flow --
stage	start	end	slack, ns	depth (start not counted)
after CTS	theta[6]	r6.outangle[14]$_DFF_P_	9.60	24
after global routing	theta[6]	r6.outangle[14]$_DFF_P_	9.03	24
final	theta[12]	r3.outangle[15]$_DFF_P_	9.58	21
-- per-layer routing --
metal,up-vias,track usage (%)
li1,35300,-
met1,32400,34.9
met2,1904,43.9
met3,377,2.45
met4,2,9.00
met5,-,0
-- layout by cell type, fill, tap and decap left out, types with 51 or more instances in the layout --
cell,synthesis,final
o21bai_1,115,115
nor4_1,81,81
o21a_1,91,91
a21o_1,165,165
o21ai_0,604,604
nor3_1,380,380
or3_1,129,129
o211ai_1,66,66
nand3_1,197,197
nor2_1,903,902
a31oi_1,105,105
xor2_1,381,381
dfxtp_1,332,324
nand2b_1,130,130
nor2b_1,163,163
or2_2,68,68
nand4_1,59,59
a211oi_1,140,140
clkdlybuf4s50_1,0,80
o31ai_1,76,76
ha_1,1091,1091
and3_1,77,77
inv_1,768,767
buf_4,1,123
xnor2_1,971,971
a21oi_1,762,762
fa_1,63,63
nand2_1,948,945
a221oi_1,51,51
mux2i_1,111,111
-- Yosys cell counts, types with 59 or more instances --
cell type	n	share of area [%]
a21oi_1	762	5.3
nor3_1	380	2.6
a21o_1	165	1.7
xor2_1	381	4.6
o211ai_1	66	0.69
nor2b_1	163	1.4
nor2_1	903	4.7
mux2i_1	111	1.5
a31oi_1	105	0.91
nand4_1	59	0.51
clkbuf_1	395	2.1
o21bai_1	115	1.2
or3_1	129	1.1
nand2_1	948	4.9
a211oi_1	140	1.5
fa_1	63	1.7
o31ai_1	76	0.79
inv_1	768	4.0
or2_2	68	0.59
o21ai_0	604	4.2
xnor2_1	971	12
dfxtp_1	332	9.2
nand3_1	197	1.4
ha_1	1091	19
nor4_1	81	0.70
o21a_1	91	0.95
and3_1	77	0.67
nand2b_1	130	1.1
-- cells by family after synthesis --
logic type | after synthesis | share of synthesized area (%)
compound gates | 2592 | 22.9
xor+xnor | 1352 | 16.4
fa+ha+maj | 1154 | 20.7
buf+inv | 1233 | 6.47
flops | 332 | 9.22
mux | 137 | 2.07
other cells | 1 | 0.00520
simple gates | 3359 | 22.2
